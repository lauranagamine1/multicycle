--- /design/flow/run.sh ---
#!/bin/bash
# OpenROAD 26Q1-2900-gdf79404cd8, Yosys 0.63+post, stock flow scripts
make -C /OpenROAD-flow-scripts/flow DESIGN_CONFIG=/design/flow/config.mk WORK_HOME=/design/flow/orfs finish
--- /design/flow/config.mk ---
export PLATFORM = sky130hd
export DESIGN_NAME = fp_mul_16
export DESIGN_NICKNAME = fp_mul_16
export VERILOG_FILES = /design/flow/design.v
export SDC_FILE = /design/flow/constraint.sdc
export NUM_CORES = 4
export LEC_CHECK = 1
export CORE_UTILIZATION = 30
--- /design/flow/constraint.sdc ---
current_design fp_mul_16

set clk_period 26.4
set clk_io_pct 0.2

create_clock -name clk0 -period $clk_period

set non_clock_inputs [all_inputs -no_clocks]
set_input_delay [expr $clk_period * $clk_io_pct] -clock clk0 $non_clock_inputs
set_output_delay [expr $clk_period * $clk_io_pct] -clock clk0 [all_outputs]
--- /design/flow/design.v ---
`timescale 1ns / 1ps
module fp_mul_16 (
    input [15:0] a,
    input [15:0] b,
    output reg [15:0] product
);
    reg[21:0] manT;
    reg[9:0] manR;
    reg[4:0] expR;
    wire signA = a[15], signB = b[15];
    wire [4:0] expA = a[14:10], expB = b[14:10];
    wire [9:0] fracA = a[9:0], fracB = b[9:0];
    wire [10:0] manA = (expA != 0) ? {1'b1, fracA} : {1'b0, fracA};
    wire [10:0] manB = (expB != 0) ? {1'b1, fracB} : {1'b0, fracB};
    parameter N = 21;
    integer i;
    always @(*) begin
        if (expA == 5'd0 || expB == 5'd0)
            product = 16'd0;
        else  begin
            expR = expA + expB - 15;
            manT = manA * manB;
            if(manT[21] == 0) begin
                for (i = 0; i < N; i = i + 1) begin
                    if (manT[21] == 0) begin
                        manT = manT << 1;
                    end 
                end
                manR = manT[20:11];
            end 
            else begin 
                manR = manT[20:11];
                if(manT[10] == 1) begin
                    manR = manR + 1;
                end
                expR = expR + 1;
            end
        product = {a[15] ^ b[15], expR, manR[9:0]};
        end
    end    
endmodule
==> results_dict.tcl <==
# flow metrics
set metrics [dict create \
    port-buffer-count 48 \
    ys_cells 1048 \
    cts_setup_buffers 0 \
    yosys_warnings 1 \
    setup_tns_ns 0 \
    final_max_slew_viol_count 0 \
    grt_overflow 0 \
    antenna_left 0 \
    io_pins 48 \
    grt_pass1_wl_um 39700 \
    setup_viol 0 \
    drv_cap 0 \
    routed_wirelength_um 23500 \
    die_h_um 165 \
    vias 7763 \
    crit_slowest_cell "nor4_4" \
    crit_path_start_kind "input port" \
    initial_core_util_pct 30.5 \
    cpPeakStageDelay_ns 0.75 \
    critPathRequiredTime_ns 21.12 \
    finalHoldViolations 0 \
    layout_min_cycle_time_ns 20.66 \
    status "finished clean" \
    post-route-period-util_pct 78.3 \
    first_pass_iters 6 \
    dp_hpwl_um 19000 \
    crit_top_cell "fa_1" \
    grt_pass1_vias 7741 \
    whs_ns 11.52 \
    clock_buffers 0 \
    critPathMaxFanout 20 \
    cts_repair_resize_count 0 \
    core_area_um2 26000 \
    hold_buffers 0 \
    grt_usage_pct 18.6 \
    fmaxAchievable_mhz 48.4 \
    row_count 59 \
    final_util_pct 32.9 \
    register_area_um2 0 \
    worst_slew_pin_slew_ns 0.887 \
    netlist_instances 1048 \
    slew_headroom_pct 40.4 \
    fill_cells 2738 \
    flop-count 0 \
    yosys.stat.seqShare_pct 0 \
    route.detailed.drc 0 \
    gp_congestion 0.942 \
    ys_types 102 \
    yosysChipArea_um2 7930 \
    rsz0062_at_grt "no" \
    vias_per_cell 5.64 \
    warnings 32 \
    min-delay-path-class "input port to output pin" \
    syn_area_um2 7930 \
    n_antenna_cell 0 \
    arrival_ns 15.38 \
    drtIter0Drc 702 \
    die-area_um2 27100 \
    die_x_um 165 \
    worstSetupPathType "input port to output pin" \
    syn_to_final_growth_pct 7.72 \
    grt_max_degree 44 \
    drive_gt1_share_pct 8.17 \
    avgRoutedWirePerCell_um 17.1 \
    synth_area_per_cell_um2 7.57 \
    crit_path_end_kind "output pin" \
    grt_antenna_before_repair 0 \
]
## synth_stat cells (all sizes together), types with 8 or more instances
master,instances,area [um^2]
mux2i,8,83.8
xnor2,27,244
clkbuf,28,106
inv,122,458
xor2,9,78.8
nand2,121,462
a21o,10,75.1
nor2,75,318
nand3,19,100
a221oi,9,104
o21ai,60,342
a31oi,19,131
a211oi,22,203
o22ai,8,50.1
o211ai,20,155
and2,76,479
buf,31,211
nand4,13,96.3
fa,81,1620
a21oi,58,328
ha,69,863
nor3,32,196
## worst max-delay path, delay by kind of cell
| kind | cells | cell delay (ns) |
|---|---|---|
| adder cells (fa/ha/maj) | 6 | 2.77 |
| buffers and inverters | 6 | 1.07 |
| AND-OR/OR-AND | 8 | 2.18 |
| AND/OR/NAND/NOR | 13 | 4.06 |
## cell usage in the layout, fill, tap and decap left out, types with 19 or more instances in the layout
cell and n:
inv_1 121, xnor2_1 26, nor2_1 70, nor3_1 26
ha_1 69, o211ai_1 19, nand2_1 118, and2_1 74
fa_1 81, clkdlybuf4s50_1 48, a21oi_1 52, o21ai_0 37
## final cells by class
type	instances	area [um^2]	area share, %
inverter	122	458	5.36
tap	335	419	4.91
multi-input combinational	867	7150	83.8
timing repair buffer	52	510	5.98
## cell families after synthesis
group / after synthesis / share of synthesized area [%]
simple gates: 370 / 24.2
compound gates: 299 / 28.9
buf+inv: 181 / 9.78
fa+ha+maj: 150 / 31.3
xor+xnor: 36 / 4.07
mux: 12 / 1.63
## routing by layer
| layer | share of wire [%] | GRT usage, % | vias to the layer above |
|---|---|---|---|
| met5 | 0 | 0 | - |
| met4 | 1.3 | 3.04 | 0 |
| met3 | 7.6 | 3.15 | 33 |
| met2 | 45 | 29.6 | 339 |
| met1 | 46 | 27.2 | 3709 |
| li1 | - | - | 3682 |
## metrics by stage
step	instances	cell area [um^2]	worst slack, ns
finish	1376	8540	5.74
CTS	1376	8540	5.83
global placement	1376	8540	5.79
floorplan	1048	7930	8.62
global route	1376	8540	5.16
detailed placement	1376	8540	5.86
## final timing paths
path  startpoint          end  cells past startpoint
max        b[14]   product[8]                     33
min        a[15]  product[15]                      4
